==> design.v <==
module MCH (
    input               clk,
    input               reset,
    input               [ 7:0]  X,
    input               [ 7:0]  Y,
    output               Done,
    output reg          [16:0]  area
);
parameter READ = 4'd0, INIT0 = 4'd1, CROSS_JUDGE = 4'd2, CROSS = 4'd3, INIT1 = 4'd4, SCAN_JUDGE = 4'd5, SCAN = 4'd6, INIT2 = 4'd7, CALC_AREA = 4'd8, PREPARE_OUTPUT = 4'd9, DONE = 4'd10, CROSS_COLLINEAR = 4'd11;
reg [3:0] state, next_state;
reg [4:0] input_cnt, sort_boundary_cnt, sort_cnt, stack_cnt, area_cnt;
reg [7:0] X_buffer [0:19];
reg [7:0] Y_buffer [0:19];
reg [7:0] X_stack [0:19];
reg [7:0] Y_stack [0:19];
reg [7:0] x [0:2];
reg [7:0] y [0:2];
reg [8:0] dx1, dy1, dx2, dy2;  
reg signed  [ 8:0]  Vx, Vy, Wx, Wy;
reg signed  [17:0]  VxWy, WxVy;
reg signed  [18:0]  VxWy_WxVy;
reg signed  [21:0]  total_area;
always @(posedge clk or posedge reset) begin
    if (reset) begin
        state <= READ;
    end else begin
        state <= next_state;
    end
end
always @(*) begin
    case (state)
        READ: next_state = (input_cnt == 5'd19) ? INIT0 : READ;
        INIT0: next_state = CROSS_JUDGE;
        CROSS_JUDGE: begin
            if(VxWy_WxVy == 0) next_state = CROSS_COLLINEAR; 
            else next_state = (sort_boundary_cnt == 5'd20) ? INIT1 : CROSS;
        end
        CROSS: next_state = CROSS_JUDGE;
        CROSS_COLLINEAR: next_state = (sort_boundary_cnt == 5'd20) ? INIT1 : CROSS;
        INIT1: next_state = SCAN_JUDGE;
        SCAN_JUDGE: next_state = (sort_boundary_cnt == 5'd20) ? INIT2 : SCAN;
        SCAN: next_state = SCAN_JUDGE;
        INIT2: next_state = CALC_AREA;
        CALC_AREA: next_state = (area_cnt == stack_cnt + 5'd1) ? PREPARE_OUTPUT : CALC_AREA;
        PREPARE_OUTPUT: next_state = DONE;
        DONE: next_state = READ;
        default: next_state = READ;
    endcase
end
integer i;
always @(posedge clk or posedge reset) begin
    if (reset) begin
        input_cnt <= 5'd0;
        sort_boundary_cnt <= 5'd2;
        sort_cnt <= 5'd2; 
        stack_cnt <= 5'd0;
        area_cnt <= 5'd1;
        total_area <= 22'd0;
        for (i = 0; i < 20; i = i + 1) begin
            X_buffer[i] <= 8'd0;
            Y_buffer[i] <= 8'd0;
            X_stack[i] <= 8'd0;
            Y_stack[i] <= 8'd0;
        end
    end else begin
        case (state)
            READ: begin                          
                input_cnt <= input_cnt + 5'd1;
                if(input_cnt == 5'd0) begin
                    X_buffer[0] <= X;
                    Y_buffer[0] <= Y;
                end 
                else if(Y < Y_buffer[0] || (Y == Y_buffer[0] && X < X_buffer[0])) begin
                    X_buffer[0] <= X;
                    Y_buffer[0] <= Y;
                    X_buffer[input_cnt] <= X_buffer[0];
                    Y_buffer[input_cnt] <= Y_buffer[0];
                end
                else begin
                    X_buffer[input_cnt] <= X;
                    Y_buffer[input_cnt] <= Y;
                end
            end
            INIT0: begin
                x[0] <= X_buffer[0];
                y[0] <= Y_buffer[0];
                x[1] <= X_buffer[1];
                y[1] <= Y_buffer[1];
                x[2] <= X_buffer[2];
                y[2] <= Y_buffer[2];
            end
            CROSS_JUDGE: begin
                if(sort_boundary_cnt != 5'd20) begin
                    if(VxWy_WxVy < 0) begin              
                        X_buffer[sort_cnt] <= X_buffer[sort_cnt - 1];
                        Y_buffer[sort_cnt] <= Y_buffer[sort_cnt - 1];
                        X_buffer[sort_cnt - 1] <= X_buffer[sort_cnt];
                        Y_buffer[sort_cnt - 1] <= Y_buffer[sort_cnt];
                        if(sort_cnt == 5'd2) begin
                            sort_boundary_cnt <= sort_boundary_cnt + 5'd1;
                            sort_cnt <= sort_boundary_cnt + 5'd1;
                        end
                        else begin
                            sort_cnt <= sort_cnt - 5'd1;
                        end
                    end
                    else if(VxWy_WxVy == 0) begin      
                        dx1 = (X_buffer[sort_cnt-1] > X_buffer[0]) ?  (X_buffer[sort_cnt-1] - X_buffer[0]) : (X_buffer[0] - X_buffer[sort_cnt-1]);
                        dy1 = (Y_buffer[sort_cnt-1] > Y_buffer[0]) ?  (Y_buffer[sort_cnt-1] - Y_buffer[0]) : (Y_buffer[0] - Y_buffer[sort_cnt-1]);
                        dx2 = (X_buffer[sort_cnt] > X_buffer[0]) ?  (X_buffer[sort_cnt] - X_buffer[0]) : (X_buffer[0] - X_buffer[sort_cnt]);
                        dy2 = (Y_buffer[sort_cnt] > Y_buffer[0]) ?  (Y_buffer[sort_cnt] - Y_buffer[0]) : (Y_buffer[0] - Y_buffer[sort_cnt]);
                    end
                    else begin                        
                        sort_boundary_cnt <= sort_boundary_cnt + 5'd1;
                        sort_cnt <= sort_boundary_cnt + 5'd1;
                    end
                end
            end
            CROSS: begin
                x[1] <= X_buffer[sort_cnt - 1];
                y[1] <= Y_buffer[sort_cnt - 1];
                x[2] <= X_buffer[sort_cnt];
                y[2] <= Y_buffer[sort_cnt];
            end
            CROSS_COLLINEAR: begin
                if(dx1 + dy1 > dx2 + dy2) begin              
                    X_buffer[sort_cnt] <= X_buffer[sort_cnt - 1];
                    Y_buffer[sort_cnt] <= Y_buffer[sort_cnt - 1];
                    X_buffer[sort_cnt - 1] <= X_buffer[sort_cnt];
                    Y_buffer[sort_cnt - 1] <= Y_buffer[sort_cnt];
                    if(sort_cnt == 5'd2) begin
                        sort_boundary_cnt <= sort_boundary_cnt + 5'd1;
                        sort_cnt <= sort_boundary_cnt + 5'd1;
                    end
                    else begin
                        sort_cnt <= sort_cnt - 5'd1;
                    end
                end
                else begin
                    sort_boundary_cnt <= sort_boundary_cnt + 5'd1;
                    sort_cnt <= sort_boundary_cnt + 5'd1; 
                end
            end
            INIT1: begin
                x[0] <=  X_buffer[0];
                y[0] <=  Y_buffer[0];
                x[1] <=  X_buffer[1];
                y[1] <=  Y_buffer[1];
                x[2] <=  X_buffer[2];
                y[2] <=  Y_buffer[2];
                X_stack[0] <= X_buffer[0];
                Y_stack[0] <= Y_buffer[0];
                X_stack[1] <= X_buffer[1];
                Y_stack[1] <= Y_buffer[1];
                stack_cnt <= 5'd1;
                sort_boundary_cnt <= 5'd2;
            end
            SCAN_JUDGE: begin
                if(sort_boundary_cnt < 5'd20) begin
                    if(VxWy_WxVy <= 19'sd0) begin             
                        if(stack_cnt == 5'd1) begin          
                            X_stack[1] <= X_buffer[sort_boundary_cnt];
                            Y_stack[1] <= Y_buffer[sort_boundary_cnt];
                            sort_boundary_cnt <= sort_boundary_cnt + 5'd1;
                        end
                        else begin
                            stack_cnt <= stack_cnt - 5'd1;
                        end    
                    end
                    else begin
                        X_stack[stack_cnt + 1] <= X_buffer[sort_boundary_cnt];
                        Y_stack[stack_cnt + 1] <= Y_buffer[sort_boundary_cnt];
                        stack_cnt <= stack_cnt + 5'd1;
                        sort_boundary_cnt <= sort_boundary_cnt + 5'd1;
                    end
                end
            end
            SCAN: begin
                x[0] <= X_stack[stack_cnt - 1];
                y[0] <= Y_stack[stack_cnt - 1];
                x[1] <= X_stack[stack_cnt];
                y[1] <= Y_stack[stack_cnt];
                x[2] <= X_buffer[sort_boundary_cnt];
                y[2] <= Y_buffer[sort_boundary_cnt];
            end
            INIT2: begin
                x[0] <= 8'd0;
                y[0] <= 8'd0;
                x[1] <= X_stack[0];
                y[1] <= Y_stack[0];
                x[2] <= X_stack[1];
                y[2] <= Y_stack[1];
                total_area <= 22'd0;       
            end
            CALC_AREA: begin
                total_area <= total_area + VxWy_WxVy;
                area_cnt <= area_cnt + 5'd1;
                x[1] <= X_stack[area_cnt];
                y[1] <= Y_stack[area_cnt];
                if(area_cnt == stack_cnt) begin
                    x[2] <= X_stack[0];
                    y[2] <= Y_stack[0];
                end
                else begin
                    x[2] <= X_stack[area_cnt + 1];
                    y[2] <= Y_stack[area_cnt + 1];
                end
            end
            DONE: begin
                input_cnt <= 5'd0;
                sort_boundary_cnt <= 5'd2;
                sort_cnt <= 5'd2; 
                stack_cnt <= 5'd0;
                area_cnt <= 5'd1;
                for (i = 0; i < 20; i = i + 1) begin
                    X_buffer[i] <= 8'd0;
                    Y_buffer[i] <= 8'd0;
                    X_stack[i] <= 8'd0;
                    Y_stack[i] <= 8'd0;
                end
            end
        endcase
    end
end
always @(*) begin
    Vx = {1'b0, x[1]} - {1'b0, x[0]};
    Vy = {1'b0, y[1]} - {1'b0, y[0]};
    Wx = {1'b0, x[2]} - {1'b0, x[0]};
    Wy = {1'b0, y[2]} - {1'b0, y[0]};
    VxWy = Vx * Wy;
    WxVy = Wx * Vy;
    VxWy_WxVy = VxWy - WxVy;
end
always @(*) begin
    if(state == DONE || state == PREPARE_OUTPUT) area = total_area[16:0];
    else area = 17'd0;
end
assign Done = (state == DONE) ? 1'b1 : 1'b0;
endmodule
==> run.sh <==
#!/bin/bash
# OpenROAD 26Q1-2900-gdf79404cd8, Yosys 0.63+post, stock flow scripts
make -C /OpenROAD-flow-scripts/flow DESIGN_CONFIG=/design/flow/config.mk WORK_HOME=/design/flow/orfs finish
==> config.mk <==
export PLATFORM = sky130hd
export DESIGN_NAME = MCH
export DESIGN_NICKNAME = MCH
export VERILOG_FILES = /design/flow/design.v
export SDC_FILE = /design/flow/constraint.sdc
export NUM_CORES = 4
export LEC_CHECK = 1
export CORE_UTILIZATION = 30
==> constraint.sdc <==
current_design MCH

set clk_period 14.8
set clk_io_pct 0.2

create_clock -name clk0 -period $clk_period [get_ports {clk}]

set non_clock_inputs [all_inputs -no_clocks]
set_input_delay [expr $clk_period * $clk_io_pct] -clock clk0 $non_clock_inputs
set_output_delay [expr $clk_period * $clk_io_pct] -clock clk0 [all_outputs]
==> notes.md <==
yosys + openroad results -> Synth flops=778, ys flop type=dfrtp_1, startpoint types=flop, pin slew with the least headroom to its limit=1.26 ns, R2R Path End=X_stack[18][0], critical path's slowest cell=a2111oi_0, most used logic cell in the final layout=dfrtp_1, Slew Viols, Final=0, setup TNS=0 ns, Avg Cell Area, Syn=9.04 µm², Avg WL per Cell=40.8 µm, global-route wire length before repair=about 560000 µm, area reported by Yosys stat=64100 µm², Post-synth seq share=a little under a third, pin count of the biggest net entering global routing=109, CP delay by family, top=adder cells, GPL Wtd Cong=1.11, grt ovf=0, share of the clock period used by the worst path=69.6%, clock skew=0.0839 ns, ys cells=between 7000 and 8000, outcome=completed, cts repair resizes=0, Mapped Area=roughly 64000 µm², final setup fails=0, CTS sink cnt=778, core region area=~210000 µm², most frequent cells in the layout=dfrtp_1 (684), nand2_1 (625), nor2_1 (533), post-synthesis cell type count=roughly 110, Max rail drop VDD=approximately 0.00011 V, layout cells sized above 1=14.6%, TritonCTS Buffers=around 100, tool warning count=around 85, asr flop ratio synth=approximately nine tenths, vias=69449, Reg2Reg Launch Point=x[0][1], gr usage total=between 30% and 40%, Die Width=464 µm, Lkg Pwr=approximately 0.03 µW, post-CTS setup buffers=0, CTS tree=yes, Slew headroom=about 14%, initial antenna violation count=36, Detail Placement HPWL=280000 µm, WP data arrival=around 11 ns, Mapped Cells=slightly above 7000, PD cells=around 66 nW/µm², num rows=between 150 and 200, HP Class=reg -> reg, CP max stage delay=a little under 0.7 ns, yosys warns=7, chip area=approximately 220000 µm², Top Ports=36, FMAX=approximately 97 MHz, vias in the first global route=roughly 67000, EDFF count, synth=~84, most frequent CP cell=fa_1, CP Class=reg -> reg, worst hold endpoint=state[4], number of port buffers=35, vias per cell=roughly 6.9, RSZ-0062 raised after global routing=no, Clk pin slew, worst setup/hold paths=around 0.060 ns, remaining antenna violation count=0, Routed WL=410000 µm, Bufs and invs on worst path=5, Late-Pin Clk Latency=around 0.8 ns, drt initial violations=10426, DRC Markers=0, Reg2Reg Setup Slack=about 4.5 ns, Total Power=around 4800 µW, MaxCap Viol Count=0, DRT Pass-1 Iters=28, Final Core Density=between 30 and 40%, Worst Path Required=between 15 and 20 ns, Min-Delay Path Depth=0, root buffer cell=clkbuf_16, Clock Tree Buf Depth=3, Initial Util=30.2%, Post-CTS Hold Fix Bufs=0, worst reg2reg path depth=32, peak fanout along the critical path=13, worst hold path startpoint=state[7], Worst setup EP type=flop, minimum clock period=10.31 ns, die y size=approximately 460 µm, P&R area growth vs syn=14.4%, final hold viol count=0, htree depth=3
where the power goes:
group	switching (µW)	internal (µW)
logic	76.5	17.3
clock network	1140	1450
registers	0.0429	2160
worst register-to-register path: cells and delay by family (launching register included):
kind	cells	cell delay, ns
xor gates and xnor gates	1	0.32
buffers and inverters	5	0.82
and+or+nand+nor	6	1.05
DFF	1	0.44
adders and majority gates	9	4.18
AOI/OAI and AO/OA	10	2.97
muxes	1	0.34
worst max path at each step:
stage	startpoint	to	slack [ns]	cells after the start
final	x[0][1]	X_stack[18][0]	4.49	32
after global routing	x[0][1]	Y_stack[18][2]	4.08	32
after CTS	x[2][0]	Y_stack[18][2]	4.58	33
layout make-up:
| type | instances | area [µm²] |
|---|---|---|
| fillers | 21491 | 139000 |
| flip-flops and latches | 778 | 19900 |
| repair buffers | 509 | 3930 |
| clock inverters | 60 | 643 |
| diodes | 32 | 80.1 |
| well taps | 2821 | 3530 |
| inverters | 335 | 1260 |
| multi-input cells | 5397 | 41200 |
| clock buffers | 129 | 2760 |
registers in the layout (all words and copies together) (netlist names):
name	flops
Y_buffer	160
state	12
dy2	9
sort_boundary_cnt	5
stack_cnt	5
dy1	9
x	24
X_buffer	160
X_stack	160
y	24
sort_cnt	5
dx2	9
area_cnt	5
dx1	9
input_cnt	5
Y_stack	160
total_area	17
per-stage QoR:
step           cells  hold WS, ns  worst slack, ns  cell area (µm²)
3_3_place_gp    9840        0.364             4.66            69900
3_5_place_dp    9840        0.364             4.61            69900
2_1_floorplan   7087        0.355             2.35            64100
6_report       10061        0.381             4.49            73300
5_1_grt        10032        0.406             4.08            73300
4_1_cts        10029        0.387             4.58            73300
cells by family (layout without fill, tap and decap cells):
group                      after synthesis  after routing  synth area share (%)
and+or+nand+nor                       1975           1975                  14.6
other                                    0             32                     0
buffers and inverters                  912           1033                  5.76
xor gates and xnor gates               123            123                  1.68
AOI/OAI and AO/OA                     2394           2394                  28.1
DFF                                    778            778                  31.0
muxes                                  451            451                  7.74
adders and majority gates              454            454                  11.1
layer usage:
metal | routed length, µm | vias to the layer above | track usage [%]
met4 | 39800 | 31 | 28.4
met2 | 163000 | 5925 | 51.4
met3 | 58800 | 1870 | 20.5
met5 | 692 | - | 2.25
met1 | 147000 | 34337 | 46.7
li1 | - | 27286 | -
cells in the mapped netlist, types with 30 or more instances:
library cell,instances,area (µm²)
a211oi_1,47,353
a21o_1,67,503
a21oi_1,308,1540
a221oi_1,173,1520
a222oi_1,168,1680
a22o_1,200,1750
a22oi_1,496,3720
a31oi_1,179,1120
and2_1,36,225
and3_1,54,338
buf_1,36,135
buf_2,70,350
clkbuf_1,443,1660
dfrtp_1,690,17300
edfxtp_1,84,2520
fa_1,195,3900
ha_1,259,3240
inv_1,330,1240
mux2_2,115,1290
mux2_4,60,901
mux2i_1,275,2750
nand2_1,627,2350
nand2b_1,56,350
nand3_1,216,1080
nand4_1,124,776
nor2_1,540,2030
nor2b_1,59,369
nor3_1,79,395
o2111ai_1,40,350
o211ai_1,38,285
o21a_1,30,225
o21ai_0,213,1070
o221ai_1,108,946
o22a_1,41,359
o32a_1,38,380
or2_2,42,263
xnor2_1,83,727
xor2_1,40,350
Power is estimated from default activity; no workload was simulated.
