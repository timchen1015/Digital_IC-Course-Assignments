File: ./config.mk
export PLATFORM = sky130hd
export DESIGN_NAME = MedianFinder_7num
export DESIGN_NICKNAME = MedianFinder_7num
export VERILOG_FILES = /design/flow/design.v
export SDC_FILE = /design/flow/constraint.sdc
export NUM_CORES = 4
export LEC_CHECK = 1
export CORE_UTILIZATION = 30
File: ./constraint.sdc
current_design MedianFinder_7num

set clk_period 28.5
set clk_io_pct 0.2

create_clock -name clk0 -period $clk_period

set non_clock_inputs [all_inputs -no_clocks]
set_input_delay [expr $clk_period * $clk_io_pct] -clock clk0 $non_clock_inputs
set_output_delay [expr $clk_period * $clk_io_pct] -clock clk0 [all_outputs]
File: ./design.v
module Comparator2 (
    input   [3:0]   A  ,  
    input   [3:0]   B  ,  
    output  [3:0]   min,  
    output  [3:0]   max  
);
assign max = (A > B) ? A : B;
assign min = (A < B) ? A : B;
endmodule
module MedianFinder_3num(
    input  [3:0]    num1    , 
    input  [3:0]    num2    , 
    input  [3:0]    num3    ,  
    output [3:0]    median  
);
wire [3:0] temp_min, temp_max, temp_max2, min, max;
Comparator2 com1(.A(num1), .B(num2), .min(temp_min), .max(temp_max));
Comparator2 com2(.A(num3), .B(temp_min), .min(min), .max(temp_max2));
Comparator2 com3(.A(temp_max), .B(temp_max2), .min(median), .max(max));
endmodule
module MedianFinder_5num(
    input  [3:0] 	num1  , 
	input  [3:0] 	num2  , 
	input  [3:0] 	num3  , 
	input  [3:0] 	num4  , 
	input  [3:0] 	num5  ,  
    output [3:0] 	median  
);
wire [3:0]min1, min2, max1, max2, temp_max, temp_min, min, max;
Comparator2 com1(.A(num1), .B(num2), .min(min1), .max(max1));
Comparator2 com2(.A(num3), .B(num4), .min(min2), .max(max2));
Comparator2 com3(.A(min1), .B(min2), .min(min), .max(temp_max));
Comparator2 com4(.A(max1), .B(max2), .min(temp_min), .max(max));
MedianFinder_3num M3(.num1(temp_min), .num2(temp_max), .num3(num5), .median(median));
endmodule
module MedianFinder_7num(
    input  	[3:0]  	num1  , 
	input  	[3:0]  	num2  , 
	input  	[3:0]  	num3  , 
	input  	[3:0]  	num4  , 
	input  	[3:0]  	num5  , 
	input  	[3:0]  	num6  , 
	input  	[3:0]  	num7  ,  
    output 	[3:0] 	median  
);
wire [3:0]min1, min2, min3, max1, max2, max3;
wire [3:0]temp_max, temp_min, in1, in2, in3, in4, min, max;
Comparator2 C1(.A(num1), .B(num2), .min(min1), .max(max1));
Comparator2 C2(.A(num3), .B(num4), .min(min2), .max(max2));
Comparator2 C3(.A(num5), .B(num6), .min(min3), .max(max3));
Comparator2 C4(.A(max1), .B(max2), .min(in1), .max(temp_max));
Comparator2 C5(.A(max3), .B(temp_max), .min(in2), .max(max));
Comparator2 C6(.A(min1), .B(min2), .min(temp_min), .max(in3));
Comparator2 C7(.A(min3), .B(temp_min), .min(min), .max(in4));
MedianFinder_5num M5(.num1(in1), .num2(in2), .num3(in3), .num4(in4), .num5(num7), .median(median));
endmodule
File: ./run.sh
#!/bin/bash
# OpenROAD 26Q1-2900-gdf79404cd8, Yosys 0.63+post, stock flow scripts
make -C /OpenROAD-flow-scripts/flow DESIGN_CONFIG=/design/flow/config.mk WORK_HOME=/design/flow/orfs finish
==> notes.md <==
Physical implementation

Per the timing report, the achievable frequency comes out to 0.04245 GHz. The routed wirelength on the met1 layer is recorded as 3.142 mm. The vias after detailed routing is 2430. The type of destination of the critical path is an output port. Yosys reports a chip area of 2660 um2. The flip-flop and latch count is 0. Warnings raised by the tools during the run amount to 42. Before CTS, the worst setup slack after placement is 4.993 ns.

After floorplanning, the die was sized to cover 9248 um2. The post-route worst setup slack is 4.943 ns. In the Yosys stats the netlist draws on 58 distinct library cells. After synthesis, the design contains 347 cells according to Yosys. The max-capacitance violation count is 0. The proportion of layout cells with a drive suffix above 1 is 10.08%. The vertical die dimension reported for this design is 96.17 um.

The minimum clock period is 23.56 ns. The post-route standard cell area excluding fillers is 3087 um2. The required time of the worst setup path is 22.80 ns. The global router's overall resource usage is 13.57%. The number of cell rows is 33. The number of port buffers is 32. The layout has 868 filler cells. Before placement the cells fill 31.74% of the core.

The final max-slew violation count is 0. The detailed router reports a met2 wire length of 2.635 mm. In the post-route report, total wirelength is listed as 5.878 mm. The placed cell area is 3087 um2. The highest-count logic cell in the final layout is sky130_fd_sc_hd__ha_1. The number of DRC violations after detailed routing is 0. The post-layout utilization of the core is 36.83%.

The core outline area is 8382 um2. Clock buffers in the final layout number 0. STA lists the maximum fanout along the critical path as 8. Among the stages of the critical path, the cell type that occurs most often is sky130_fd_sc_hd__ha_1. The final critical-path share of the clock period is 82.66%. Looking at the post-CTS report, the setup buffer insertion count equals 0. The detailed router finished its first iteration with 72 violations. The arrival time of the worst setup path is 17.86 ns. The detail route stage leaves a number of antenna-violating nets equal to 0. The via count normalized by instance count is 5.041. The highest metal layer used by the detailed router is met3. The total standard cell area after synthesis is 2660 um2. The type of origin of the critical path is an input port. The number of gates resized after CTS is 0.

The sequential standard cell area is 0 um2. In this run the worst hold path is classified as input port to output port. The instance count of the mapped netlist is 347. Per the final timing report, the hold violations number 0. In this run, post-CTS hold repair placed 0 buffers. Entering global routing, the biggest net connects 10 pins. The cell with the largest stage delay on the worst path is sky130_fd_sc_hd__o41ai_2. The via count of the first global-routing pass came to 2230. The initial antenna violation count is 0. The first global-routing pass estimated 10.05 mm of wire. Recorded from the global router log, the overflow total was 0.

Among all stages on the critical path, the maximum delay recorded is 0.55 ns. The routed wire length per instance is 12.20 um. The critical path start-end classification is input port to output port.

Antenna repair during routing inserted a diode count of 0. The post-synthesis to final-layout area growth is 16.04%. The transition at the pin with the smallest max-transition slack is 0.6915 ns. Once detailed placement completed, the half-perimeter wirelength came to 5.254 mm. In this run the mean area of a mapped cell was 7.666 um2. The flow ran to the end, and the final reports show no timing, DRC or antenna violations. In this run the horizontal extent of the chip is 96.17 um. The number of warning messages in the yosys log is 0. Setup repair after global routing left no endpoint under its margin. The most common logic cells in the final layout are 61 x sky130_fd_sc_hd__ha_1, 54 x sky130_fd_sc_hd__inv_1, 32 x sky130_fd_sc_hd__a21oi_1, 32 x sky130_fd_sc_hd__mux2i_1, 32 x sky130_fd_sc_hd__clkdlybuf4s50_1. The detailed route wirelength on metal3 is 100 um. Headroom to the max-slew limit came out at 53.29%. The number of detailed-routing iterations run before antenna repair is 4. The final weighted congestion in routability-driven placement is 0.8932. The number of top-level pins is 32. Summing the sequential cell areas from Yosys gives 0% of the chip area.

The aggregate negative setup slack is 0 ns. From the final report, the count of setup violators was given as 0.
-- worst max-delay path, delay by kind of cell --
kind / cells / cell delay, ns
buffers and inverters: 4 / 1.06
multiplexers: 5 / 1.91
AND/OR/NAND/NOR: 12 / 1.89
AND-OR/OR-AND: 24 / 5.00
adder cells (fa/ha/maj): 8 / 2.28
-- cells by family after synthesis --
| family | synth area share (%) |
|---|---|
| compound gates | 27.47 |
| simple gates | 15.90 |
| fa+ha+maj | 29.12 |
| buf+inv | 8.560 |
| mux | 18.96 |
-- routing by layer --
layer / vias up / track usage (%)
li1: 1335 / -
met1: 1067 / 20.20
met2: 28 / 23.40
met3: 0 / 0
met4: 0 / 0
met5: - / 0
-- through the flow --
| step | hold WS [ns] | std cells |
|---|---|---|
| 2_1_floorplan | 11.51 | 347 |
| 3_3_place_gp | 12.54 | 482 |
| 3_5_place_dp | 12.54 | 482 |
| 4_1_cts | 12.55 | 482 |
| 5_1_grt | 12.63 | 482 |
| 6_report | 12.54 | 482 |
-- cells in the mapped netlist, types with 4 or more instances --
| cell type | n | area, um2 |
|---|---|---|
| sky130_fd_sc_hd__nand2_1 | 21 | 78.83 |
| sky130_fd_sc_hd__nand2b_1 | 5 | 31.28 |
| sky130_fd_sc_hd__nor2_1 | 26 | 97.59 |
| sky130_fd_sc_hd__mux2_4 | 4 | 60.06 |
| sky130_fd_sc_hd__mux2_2 | 11 | 123.9 |
| sky130_fd_sc_hd__a21o_1 | 4 | 30.03 |
| sky130_fd_sc_hd__ha_1 | 61 | 763.2 |
| sky130_fd_sc_hd__mux2i_1 | 32 | 320.3 |
| sky130_fd_sc_hd__o21ai_1 | 7 | 35.03 |
| sky130_fd_sc_hd__nor2b_1 | 6 | 37.54 |
| sky130_fd_sc_hd__o21ai_0 | 14 | 70.07 |
| sky130_fd_sc_hd__a21oi_1 | 32 | 160.2 |
| sky130_fd_sc_hd__inv_1 | 54 | 202.7 |
-- area by class of cell --
type | instances | area (um2) | area share, %
Multi-Input combinational cell | 291 | 2432 | 78.80
Inverter | 54 | 202.7 | 6.567
Tap cell | 105 | 131.4 | 4.256
Timing Repair Buffer | 32 | 320.3 | 10.38
-- path summary, 6_finish.rpt --
kind              startpoint         to  depth (start not counted)
setup / recovery     num4[1]  median[2]                         53
hold / removal       num7[0]  median[0]                          4
